## flow/config.mk

```make
export PLATFORM = sky130hd
export DESIGN_NAME = rle
export DESIGN_NICKNAME = rle
export VERILOG_FILES = /design/flow/design.v
export SDC_FILE = /design/flow/constraint.sdc
export NUM_CORES = 4
export LEC_CHECK = 1
export CORE_UTILIZATION = 50
```

## flow/design.v

```verilog
module rle (
	clk, 		
	nreset, 	
	start,
	message_addr,	
	message_size, 	
	rle_addr, 	
	rle_size, 	
	done, 		
	port_A_clk,
        port_A_data_in,
        port_A_data_out,
        port_A_addr,
        port_A_we
	);
input	clk;
input	nreset;
input	start;
input 	[31:0] message_addr;
input	[31:0] message_size;
input	[31:0] rle_addr;
input   [31:0] port_A_data_out;
output  [31:0] port_A_data_in;
output  [15:0] port_A_addr;
output  port_A_clk;
output  port_A_we;
output	[31:0] rle_size;
output	done;  
reg [2:0] state;
reg d_clk;  
reg full_reset;
reg [31:0] d_in;  
reg [31:0] buff;  
reg buff_on;  
reg read_frst;  
reg buff_full;   
reg d_in_empty;   
reg [31:0] d_in_shft_ct;   
reg [7:0] prev_val;  
reg [7:0] prev_run;  
reg [15:0] wr_amt;   
reg [15:0] rd_amt;   
reg [15:0] rle_siz;  
reg wr_done;
wire rd_done;
assign port_A_data_in = buff;  
assign port_A_clk = clk;  
assign rle_size = rle_siz;  
assign rd_done = (rd_amt >= message_size);  
always@(posedge clk) begin
    if((state == 0) | start | ~nreset) begin
        state <= 1;
        buff <= 0;
        buff_on <= 0;
        read_frst <= 0;
        d_in_empty <= 0;
        buff_full <= 0;
        d_in_shft_ct <= 0;
        prev_val <= 0;
        prev_run <= 0;
        wr_amt <= 0;
        rd_amt <= 0;
        rle_siz <= 0;
        full_reset <= 0;
    end
    else if((state == 1) & nreset) begin  
        rd_amt <= rd_amt + 16'd4;  
        if(~buff_full) begin  
            state <= 3;
        end
        else begin  
            state <= 2;
        end
        wr_done <= 0;  
        d_in <= port_A_data_out;  
        d_in_empty <= 0;  
    end
    else if((state == 2) & ~wr_done & nreset ) begin  
        wr_amt <= wr_amt + 16'd4;  
        buff <= 0;  
        buff_full <= 0;  
        buff_on <= 0;  
        if(rd_done & d_in_empty) begin  
            wr_done <= 1;  
        end
        else if((full_reset) & ~nreset) begin
          state <= 4; 
        end
        else begin
            if(d_in_empty) begin  
                state <= 1;  
            end
            else begin  
                state <= 3;  
            end
        end
    end
    else if((state == 3) & nreset) begin  
        if(~read_frst) begin  
            prev_run <= prev_run + 8'd1;  
            prev_val <= d_in[7:0];   
            read_frst <= 1;  
        end
        else begin  
            if((d_in_shft_ct == 3) & (d_in[7:0] != 0) & rd_done) begin  
                buff <= ({d_in[7:0], 8'd1, prev_val, prev_run});  
                state <= 2;                                       
                rle_siz <= rle_siz + 16'd4;                       
                d_in_shft_ct <= 0;                                      
            end
            else if((d_in[7:0] != prev_val)) begin   
                prev_run <= 1;                       
                prev_val <= d_in[7:0];               
                if(buff_on) begin   
                    buff <= buff | ({prev_val, prev_run} << 16);  
                    state <= 2;  
                    rle_siz <= rle_siz + 16'd2;  
                    buff_full <= 1;  
                end
                else begin                           
                    buff_on <= 1;                   
                    if(read_frst & (prev_run != 0)) begin
                        buff[15:0] <= {prev_val, prev_run};   
                        rle_siz <= rle_siz + 16'd2;      
                    end
                end
            end
            else if(d_in[7:0] == prev_val) begin     
                prev_run <= prev_run + 8'd1;         
            end
        end
        if(d_in_shft_ct != 2'd3) begin  
            d_in_shft_ct <= d_in_shft_ct + 2'd1;  
            d_in <= d_in >> 8;  
        end
        else begin                   
            d_in_empty <= 1;         
            if(~rd_done) begin       
                d_in_shft_ct <= 0;   
                state <= 1;          
            end
            else if (buff_on & rd_done) begin  
                d_in_shft_ct <= 0;       
                state <= 2;              
            end
        end
    end
    else if((state == 4) | ~nreset | full_reset) begin  
        state <= 0;
        buff <= 0;
        buff_on <= 0;
        read_frst <= 0;
        d_in_empty <= 0;
        buff_full <= 0;
        d_in_shft_ct <= 0;
        prev_val <= 0;
        prev_run <= 0;
        wr_amt <= 0;
        rd_amt <= 0;
        rle_siz <= 0;
        full_reset <= 0;
    end
end
assign port_A_we = (state == 2) ? 1'b1:1'b0;  
assign port_A_addr = (state == 2) ? rle_addr + wr_amt: message_addr + rd_amt;  
assign done = rd_done & wr_done | full_reset;  
endmodule
```

## flow/run.sh

```bash
#!/bin/bash
# OpenROAD 26Q1-2900-gdf79404cd8, Yosys 0.63+post, stock flow scripts
make -C /OpenROAD-flow-scripts/flow DESIGN_CONFIG=/design/flow/config.mk WORK_HOME=/design/flow/orfs finish
```

## flow/constraint.sdc

```tcl
current_design rle

set clk_period 9.8
set clk_io_pct 0.2

create_clock -name clk0 -period $clk_period [get_ports {clk}]

set non_clock_inputs [all_inputs -no_clocks]
set_input_delay [expr $clk_period * $clk_io_pct] -clock clk0 $non_clock_inputs
set_output_delay [expr $clk_period * $clk_io_pct] -clock clk0 [all_outputs]
```

==> qor.yml <==
drv_slew: 0
dp_cells: 1460
setup_tns_ns: 0
fp_util_pct: 51.4
max_cap_violations: 0
antenna_found_initial: 0
cp_data_arrival_time_ns: 5.54
worstMarginPinSlew_ns: 0.846
drc_errors: 0
internal-power_mw: 1.26
r2r-start: "rd_amt[7]$_SDFFE_PP0P_"
whs_path_depth: 2
fillCellCount: 1516
insertedDiodeCount: 0
warning_count: 60
worstSetupPathType: "clk -> out"
place_ws_ns: 2.57
antenna_left: 0
area_growth_pct: 26.2
die.size.y_um: 139
cts-resized-gates: 0
critPathRequiredTime_ns: 7.84
synth_flops: 165
holdPathEnd: "buff[20]$_SDFFE_PP0P_"
grt_pass1_vias: 7793
seqPwrFrac_pct: 43.3
rr_worst_depth: 8
rsz0062_at_grt: "no"
routed_via_density: 5.58
io_pins: 214
drt_pass1_iterations: 21
hp-start: "buff[20]$_SDFFE_PP0P_"
start_kind: "clock port"
grt_max_degree: 33
rrSetupSlack_ns: 6.51
peakVddDrop_mv: 0.162
p_leak_nw: 4.30
core_area_um2: 18100
skew_ns: 0.0139
ys_sh_aoi_pct: 17.3
simple_gate_share_pct: 23.8
synth_area_um2: 9330
cts_setup_buffers: 0
pwr-share-comb_pct: 8.1
routed_wirelength_mm: 22.7
slew_headroom_pct: 43.2
setup_viol: 0
yosys_warnings: 1
clock_latency_ns: 0.54
cts.hold.buffers_added: 0
fin_ws_ns: 2.30
crit_path_end_kind: "output pin"
powerDensity_nw_per_um2: 138
row_count: 49
synth.area.mux_share_pct: 2.37
xor_share_pct: 5.73
synth_cells: 1106
ys.flop_type: "dfxtp_1"
seq_area_um2: 3630
hp-class: "reg -> reg"
grt_overflow: 0
avgSynthCellArea_um2: 8.43
p_clk_share_pct: 48.7
wire_per_inst_um: 15.2
final_util_pct: 64.9
outcome: "complete, no violations"
ys_async_sr_fraction_pct: 0
ys_seq_share_pct: 39.0
grt_pass1_wl_mm: 38.4
drive_gt1_share_pct: 6.71
ys_cells: 1106
path_clk_slew_ns: 0.07
power_switching_mw: 0.367
die_w_um: 139
port_buffers: 164
fin_cells: 1495
comb_area_um2: 5240
hpwl_mm: 16.4
r2r-end: "d_in_shft_ct[29]$_SDFFE_PP0P_"
hold_violations: 0
drt_iter0_drc: 536
cts_tree: "yes"
hold_ws_ns: 0.475
yosys.area_share.adder_pct: 6.31
path_max_fanout: 2
grtUsageTotal_pct: 25.4
vias: 8338
p_sw_share_pct: 22.5
synth.logic.top_family: "simple AND/OR/NAND/NOR gates"
ys_chip_area_um2: 9330
dieArea_um2: 19200
yosys.cell_types.count: 81
routabilityCongestion: 0.900
enable_flop_cells: 33
## layer usage
layer / global-route usage (%) / up-vias / share of wire, %
li1: - / 4237 / -
met5: 0 / - / 0
met4: 2.84 / 0 / 1.0
met2: 39.9 / 250 / 46
met1: 38.5 / 3833 / 46
met3: 5.70 / 18 / 6.7
## synthesized netlist by cell type, drive strengths merged, types with 16 or more instances
cell / count / share of area [%]
a22o: 16 / 1.5
ha: 47 / 6.3
and3: 23 / 1.5
a21oi: 73 / 3.9
clkbuf: 35 / 1.5
nand3: 33 / 1.8
dfxtp: 132 / 28
nor4: 18 / 1.4
o21ai: 58 / 3.2
xnor2: 38 / 3.6
xor2: 23 / 2.2
nor3: 28 / 1.6
edfxtp: 33 / 11
or3: 21 / 1.5
nor2: 119 / 4.9
nand4: 23 / 1.7
nand2: 141 / 5.7
buf: 33 / 2.3
inv: 42 / 1.7
## worst max-delay path, stage by stage
cell	delay, ns
clkbuf_16	0.12
clkbuf_16	0.13
clkdlybuf4s50_1	0.39
## area by class of cell
type,count,area share (%)
clock buffer,22,4.38
clock inverter,14,1.77
inverter,42,1.34
multi-input combinational,847,44.5
sequential,165,30.9
tap,229,2.43
timing repair buffer,176,14.7
## state kept, by name, indices dropped and copies added (netlist names)
register / flops
buff: 32
d_in: 32
d_in_shft_ct: 32
rle_siz: 15
rd_amt: 14
wr_amt: 14
prev_run: 8
prev_val: 8
state: 5
buff_full: 1
buff_on: 1
d_in_empty: 1
read_frst: 1
wr_done: 1
## stage by stage
stage / total power, mW / cell area (um2)
after global routing: 1.69 / 11800
after detailed placement: 0.858 / 11100
final: 1.63 / 11800
after global placement: 0.857 / 11100
after CTS: 1.64 / 11800
after floorplan: 0.793 / 9390
## worst max-delay path by stage
stage / slack, ns / cells past startpoint / to / from
global route: 2.30 / 3 / port_A_clk / clk
CTS: 2.30 / 3 / port_A_clk / clk
finish: 2.30 / 3 / port_A_clk / clk
## cell usage in the layout (no fill, tap or decap), types with 10 or more instances in the layout
cell type,Yosys,final
clkdlybuf4s50_1,0,164
a22o_1,16,16
dfxtp_1,132,132
conb_1,1,17
o31ai_1,10,10
edfxtp_1,33,33
xnor2_1,38,38
clkbuf_16,0,20
nor2_1,117,116
and3_1,23,23
nor4_1,17,17
nor3_1,27,27
a21oi_1,73,73
inv_1,40,40
xor2_1,23,23
nand2_1,141,141
and2_1,11,11
buf_4,19,13
o21ai_0,53,53
mux2i_1,14,14
a31oi_1,12,12
o21a_1,13,13
nand3_1,33,33
nand4_1,22,22
or3_1,19,19
ha_1,47,47
## kinds of logic (layout without fill, tap and decap cells)
family | count (synthesis) | in the layout
simple gates | 454 | 454
buf+inv | 110 | 254
fa+ha+maj | 47 | 47
flops | 165 | 165
xor+xnor | 61 | 61
other cells | 1 | 17
compound gates | 247 | 247
mux | 21 | 21
## power by group through the flow
stage / clock network, mW / registers (mW) / logic (mW)
after CTS: 0.806 / 0.705 / 0.132
after global routing: 0.843 / 0.705 / 0.146
final: 0.793 / 0.705 / 0.132
Power and IR drop assume default switching activity.
